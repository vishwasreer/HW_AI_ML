File: /design/flow/design.v
interface apb_if #(
    parameter ADDR_WIDTH = 32,
    parameter DATA_WIDTH = 32,
    parameter STRB_WIDTH = 4
) (
    input logic clk
);
    logic psel;
    logic penable;
    logic pwrite;
    logic [ADDR_WIDTH-1:0] paddr;
    logic [DATA_WIDTH-1:0] pwdata;
    logic [STRB_WIDTH-1:0] pstrb;
    logic pready;
    logic pslverr;
    logic [DATA_WIDTH-1:0] prdata;
endinterface
module MAC #(
    parameter int bit_width = 8,
    parameter int acc_width = 128
)(
    input  logic                     clk,
    input  logic                     control,
    input  logic                     reset,
    input  logic [acc_width-1:0]     acc_in,
    input  logic [bit_width-1:0]     data_in,
    input  logic [bit_width-1:0]     wt_path_in,
    output logic [acc_width-1:0]     acc_out,
    output logic [bit_width-1:0]     data_out,
    output logic [bit_width-1:0]     wt_path_out
);
    logic [bit_width*2-1:0] result;
    logic [acc_width-1:0]   acc_reg;
    logic [bit_width-1:0]   weight_reg;
    always_comb begin
        result   = data_in * wt_path_in;
        acc_reg  = acc_in + result;
    end
    always_ff @(posedge clk) begin
        if (reset) begin
            acc_out      <= '0;
            wt_path_out  <= '0;
            data_out     <= '0;
        end else begin
            acc_out      <= acc_reg;
            wt_path_out  <= wt_path_in;
            data_out     <= data_in;
        end
    end
endmodule
module MMU #(
    parameter int depth = 4,
    parameter int bit_width = 8,
    parameter int acc_width = 32,
    parameter int size = 4
)(
    input  logic                     clk,
    input  logic                     control,
    input  logic                     reset,
    input  logic [(bit_width*depth)-1:0] data_arr,
    input  logic [(bit_width*depth)-1:0] wt_arr,
    output logic [acc_width*size-1:0] acc_out
);
    logic [bit_width-1:0] data_out [0:3][0:3];
    logic [bit_width-1:0] wt_out   [0:3][0:3];
    logic [acc_width-1:0] acc_temp [0:3][0:3];
    MAC #(.bit_width(bit_width), .acc_width(acc_width)) m00 (
        .clk(clk), .control(control), .reset(reset),
        .acc_in('0), .data_in(data_arr[7:0]), .wt_path_in(wt_arr[7:0]),
        .acc_out(acc_temp[0][0]), .data_out(data_out[0][0]), .wt_path_out(wt_out[0][0])
    );
    MAC #(.bit_width(bit_width), .acc_width(acc_width)) m01 (
        .clk(clk), .control(control), .reset(reset),
        .acc_in(acc_temp[0][0]), .data_in(data_arr[15:8]), .wt_path_in(wt_out[0][0]),
        .acc_out(acc_temp[0][1]), .data_out(data_out[0][1]), .wt_path_out(wt_out[0][1])
    );
    MAC #(.bit_width(bit_width), .acc_width(acc_width)) m02 (
        .clk(clk), .control(control), .reset(reset),
        .acc_in(acc_temp[0][1]), .data_in(data_arr[23:16]), .wt_path_in(wt_out[0][1]),
        .acc_out(acc_temp[0][2]), .data_out(data_out[0][2]), .wt_path_out(wt_out[0][2])
    );
    MAC #(.bit_width(bit_width), .acc_width(acc_width)) m03 (
        .clk(clk), .control(control), .reset(reset),
        .acc_in(acc_temp[0][2]), .data_in(data_arr[31:24]), .wt_path_in(wt_out[0][2]),
        .acc_out(acc_temp[0][3]), .data_out(data_out[0][3]), .wt_path_out(wt_out[0][3])
    );
    MAC #(.bit_width(bit_width), .acc_width(acc_width)) m10 (
        .clk(clk), .control(control), .reset(reset),
        .acc_in('0), .data_in(data_out[0][0]), .wt_path_in(wt_arr[15:8]),
        .acc_out(acc_temp[1][0]), .data_out(data_out[1][0]), .wt_path_out(wt_out[1][0])
    );
    MAC #(.bit_width(bit_width), .acc_width(acc_width)) m11 (
        .clk(clk), .control(control), .reset(reset),
        .acc_in(acc_temp[1][0]), .data_in(data_out[0][1]), .wt_path_in(wt_out[1][0]),
        .acc_out(acc_temp[1][1]), .data_out(data_out[1][1]), .wt_path_out(wt_out[1][1])
    );
    MAC #(.bit_width(bit_width), .acc_width(acc_width)) m12 (
        .clk(clk), .control(control), .reset(reset),
        .acc_in(acc_temp[1][1]), .data_in(data_out[0][2]), .wt_path_in(wt_out[1][1]),
        .acc_out(acc_temp[1][2]), .data_out(data_out[1][2]), .wt_path_out(wt_out[1][2])
    );
    MAC #(.bit_width(bit_width), .acc_width(acc_width)) m13 (
        .clk(clk), .control(control), .reset(reset),
        .acc_in(acc_temp[1][2]), .data_in(data_out[0][3]), .wt_path_in(wt_out[1][2]),
        .acc_out(acc_temp[1][3]), .data_out(data_out[1][3]), .wt_path_out(wt_out[1][3])
    );
    MAC #(.bit_width(bit_width), .acc_width(acc_width)) m20 (
        .clk(clk), .control(control), .reset(reset),
        .acc_in('0), .data_in(data_out[1][0]), .wt_path_in(wt_arr[23:16]),
        .acc_out(acc_temp[2][0]), .data_out(data_out[2][0]), .wt_path_out(wt_out[2][0])
    );
    MAC #(.bit_width(bit_width), .acc_width(acc_width)) m21 (
        .clk(clk), .control(control), .reset(reset),
        .acc_in(acc_temp[2][0]), .data_in(data_out[1][1]), .wt_path_in(wt_out[2][0]),
        .acc_out(acc_temp[2][1]), .data_out(data_out[2][1]), .wt_path_out(wt_out[2][1])
    );
    MAC #(.bit_width(bit_width), .acc_width(acc_width)) m22 (
        .clk(clk), .control(control), .reset(reset),
        .acc_in(acc_temp[2][1]), .data_in(data_out[1][2]), .wt_path_in(wt_out[2][1]),
        .acc_out(acc_temp[2][2]), .data_out(data_out[2][2]), .wt_path_out(wt_out[2][2])
    );
    MAC #(.bit_width(bit_width), .acc_width(acc_width)) m23 (
        .clk(clk), .control(control), .reset(reset),
        .acc_in(acc_temp[2][2]), .data_in(data_out[1][3]), .wt_path_in(wt_out[2][2]),
        .acc_out(acc_temp[2][3]), .data_out(data_out[2][3]), .wt_path_out(wt_out[2][3])
    );
    MAC #(.bit_width(bit_width), .acc_width(acc_width)) m30 (
        .clk(clk), .control(control), .reset(reset),
        .acc_in('0), .data_in(data_out[2][0]), .wt_path_in(wt_arr[31:24]),
        .acc_out(acc_temp[3][0]), .data_out(data_out[3][0]), .wt_path_out(wt_out[3][0])
    );
    MAC #(.bit_width(bit_width), .acc_width(acc_width)) m31 (
        .clk(clk), .control(control), .reset(reset),
        .acc_in(acc_temp[3][0]), .data_in(data_out[2][1]), .wt_path_in(wt_out[3][0]),
        .acc_out(acc_temp[3][1]), .data_out(data_out[3][1]), .wt_path_out(wt_out[3][1])
    );
    MAC #(.bit_width(bit_width), .acc_width(acc_width)) m32 (
        .clk(clk), .control(control), .reset(reset),
        .acc_in(acc_temp[3][1]), .data_in(data_out[2][2]), .wt_path_in(wt_out[3][1]),
        .acc_out(acc_temp[3][2]), .data_out(data_out[3][2]), .wt_path_out(wt_out[3][2])
    );
    MAC #(.bit_width(bit_width), .acc_width(acc_width)) m33 (
        .clk(clk), .control(control), .reset(reset),
        .acc_in(acc_temp[3][2]), .data_in(data_out[2][3]), .wt_path_in(wt_out[3][2]),
        .acc_out(acc_temp[3][3]), .data_out(data_out[3][3]), .wt_path_out(wt_out[3][3])
    );
    always_ff @(posedge clk) begin
        if (reset)
            acc_out <= '0;
        else
            acc_out <= {
                acc_temp[3][3], acc_temp[2][3], acc_temp[1][3], acc_temp[0][3]
            };
    end
endmodule
File: /design/flow/run.sh
#!/bin/bash
# OpenROAD 26Q1-2900-gdf79404cd8, Yosys 0.63+post, stock flow scripts
make -C /OpenROAD-flow-scripts/flow DESIGN_CONFIG=/design/flow/config.mk WORK_HOME=/design/flow/orfs finish
File: /design/flow/config.mk
export PLATFORM = sky130hd
export DESIGN_NAME = MMU
export DESIGN_NICKNAME = MMU
export VERILOG_FILES = /design/flow/design.v
export SDC_FILE = /design/flow/constraint.sdc
export NUM_CORES = 4
export LEC_CHECK = 1
export CORE_UTILIZATION = 40
File: /design/flow/constraint.sdc
current_design MMU

set clk_period 8.1
set clk_io_pct 0.2

create_clock -name clk0 -period $clk_period [get_ports {clk}]

set non_clock_inputs [all_inputs -no_clocks]
set_input_delay [expr $clk_period * $clk_io_pct] -clock clk0 $non_clock_inputs
set_output_delay [expr $clk_period * $clk_io_pct] -clock clk0 [all_outputs]
==> Changelog: implementation <==
### Implementation results

* Worst min-delay path class: reg2reg
* Slowest Stage Delay on Critical Path at 0.79 ns
* Largest net degree at the start of global routing at 146
* Critical R2R Capture: m23.acc_out[16]
* Status: finished, final reports clean
* Slowest library cell on the worst path: clkdlybuf4s50_1
* Clock buffer depth at 3
* HPWL after DPL at 82,600 um
* Die width at 371 um
* Arrival @ worst endpoint at 6.66 ns
* Routed wire length at 102,000 um
* FF-to-FF path depth at 15
* Post-CTS Setup Bufs at 0
* Post-synth EDFFs at 0
* Residual DRC count at 0
* Post-synth area from yosys stat at 0.0543 mm^2
* Tool Warnings at 42
* Worst-Margin Slew at 0.792 ns
* Number of cells in Yosys stat at 5,962
* Req. time, crit path at 8.68 ns
* CP Class: in2reg
* DR vias at 36.5k
* Cts bufs inserted at 70
* Layout cells sized above 1 at 2.53%
* RSZ-0062 raised after global routing: no
* Cell row count at 134
* 1st-pass router iterations at 5
* Slew Limit Fails at 0
* CP max FO at 9
* CTS Root Cell: clkbuf_16
* Initial Util at 40.5%
* Initial DRC count at 1,151
* Post-CTS Resized at 0
* Critical path cell sequence: clkdlybuf4s50_1 > nand2_1 > fa_1 > fa_1 > inv_1 > fa_1 > inv_1 > fa_1 > inv_1 > ha_1 > a21oi_1 > nor3b_1 > a21boi_0 > a221o_1 > nand2_1 > or4b_2 > nand3_1
* CP startpoint kind: input port
* Post-Syn Area at 0.0543 mm^2
* Total congestion overflow at 0
* IO Pins at 195
* Clock transition at path regs at 0.06 ns
* Total track usage at 16.6%
* Syn Inst Count at 5,962
* Final hold vios at 0
* Layout area overhead at 10.4%
* PnR worst setup slack at 2.02 ns
* Setup violators final at 0
* TritonCTS Sinks at 564
* Number of max-cap violations at 0
* Slack of the worst reg-to-reg path at 2.85 ns
* Post-DP Area at 0.0575 mm^2
* Endpoint class of the critical path: flop
* Number of distinct library cells after synthesis at 73
* Vias in the first global route at 37.9k
* Place WS at 1.32 ns
* Die height at 371 um
* Crit. Startpoint: data_arr[29]
* Hold-fix buffers at CTS at 0
* Global-route wire length before repair at 179,000 um
* Relative slew slack at 46.5%
* DRT antenna net count at 0
* DR WL/cell at 12.9 um
* Crit path capture: m03.acc_out[17]
* Gpl congestion at 0.867
* Clk ins delay skew pair at 0.66 ns
* Final instance area at 0.0600 mm^2
* PD cells at 157 mW/mm^2
* Most instantiated logic cells after routing: inv_1 (1,379), fa_1 (748), ha_1 (628)
* Number of port buffers at 145
* Post-Syn Area per Cell at 9.11 um^2
* Leak Pwr at 30.5 nW
* # fillers at 12.7k
* Most frequent logic cell in the layout: inv_1
* Register area share after synthesis at 20.8%
* Die ar. at 0.137 mm^2
* H-tree Lvls at 3
* YS warnings at 5
* Register bit count reported by yosys at 564
* Async SR Flop Fraction at 0%
* CTS tree: yes
* Final min period at 6.08 ns
* Fmax at 0.164 GHz
* Top_reg_cell synth: dfxtp_1
* Most used cell, CP: fa_1
* VDD IR-drop max at 134 uV
* Core region area at 0.134 mm^2
* Vias/cell at 4.61
* Sum of negative setup slack at 0 ns
* Final Skew at 0.0251 ns
* Final period util at 75.1%
* Initial antenna violation count at 9
* RR Startpoint: m13.data_out[4]
* Total power at 9.42 mW
synth_stat cells, drive strengths merged, types with 11 or more instances:
cell type,n,area share (%)
a211oi,38,0.52
o21a,39,0.54
nand2b,25,0.29
buf,54,0.70
nor2,234,1.6
xor2,68,1.1
o21ai,89,0.82
o21bai,15,0.21
nor2b,393,4.5
fa,748,28
nand3,21,0.19
o31a,11,0.18
a21oi,111,1.0
nor3,67,0.62
clkbuf,93,0.64
a21o,54,0.75
ha,628,14
o31ai,11,0.16
and2,597,6.9
nand4,13,0.15
dfxtp,564,21
nand2,492,3.4
or3,17,0.20
xnor2,64,1.0
inv,1379,9.5
worst max-delay path, delay by kind of cell:
kind                     cells  cell delay, ns
adder cells (fa/ha/maj)      5            2.34
AND/OR/NAND/NOR              5            1.09
buffers and inverters        4            0.93
AND-OR/OR-AND                3            0.68
kinds of logic (layout without fill, tap and decap cells):
logic type      Yosys count  count (layout)  share of synthesized area, %
other cells               1              52                       0.00690
buf+inv                1526            1655                          10.9
flops                   564             564                          20.8
simple gates           1905            1905                          18.5
mux                      11              11                         0.233
fa+ha+maj              1376            1376                          42.0
compound gates          447             447                          5.46
xor+xnor                132             132                          2.13
power by group:
part	switching, mW	internal, mW	total, mW
registers	0.175	3.05	3.22
clock network	1.27	2.07	3.34
logic	1.59	1.26	2.86
worst min-delay path by stage:
stage / start / depth (start not counted) / slack [ns] / endpoint
global route: m33.acc_out[4] / 1 / 0.44 / acc_out[100]
finish: m03.acc_out[9] / 1 / 0.43 / acc_out[9]
CTS: m03.acc_out[9] / 1 / 0.44 / acc_out[9]
layer usage:
metal | up-vias | track usage [%] | wire length, um
li1 | 18200 | - | -
met3 | 119 | 3.67 | 5170
met1 | 17700 | 22.6 | 44700
met2 | 510 | 28.1 | 49600
met5 | - | 0 | 61
met4 | 12 | 2.96 | 2310
stage by stage:
step	util (%)	cells	hold WS, ns
2_1_floorplan	-	6009	0.414
3_3_place_gp	42.9	7782	0.418
3_5_place_dp	42.9	7782	0.421
4_1_cts	44.7	7906	0.436
5_1_grt	44.7	7906	0.444
6_report	44.7	7910	0.433
sequential cells by signal (all words and copies together), names as in the netlist, 16 cells and up:
name / count
m23.acc_out: 20
m02.acc_out: 19
m00.acc_out: 16
m20.acc_out: 16
m03.acc_out: 20
m21.acc_out: 18
m33.acc_out: 20
m30.acc_out: 16
m12.acc_out: 19
m10.acc_out: 16
acc_out: 80
m31.acc_out: 18
m11.acc_out: 18
m13.acc_out: 20
m01.acc_out: 18
m22.acc_out: 19
m32.acc_out: 19
area by class of cell:
class / count / area [um^2] / share of cell area [%]
Antenna cell: 4 / 10.0 / 0.0167
Clock buffer: 90 / 2000 / 3.33
Clock inverter: 34 / 483 / 0.805
Inverter: 1379 / 5180 / 8.63
Multi-Input combinational cell: 3919 / 37300 / 62.2
Sequential cell: 564 / 11300 / 18.8
Tap cell: 1768 / 2210 / 3.69
Timing Repair Buffer: 152 / 1520 / 2.54
Power figures rest on the tool's default switching activity, not on a simulated workload.
