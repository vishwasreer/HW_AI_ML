==> flow/design.v <==
interface apb_if #(
    parameter ADDR_WIDTH = 32,
    parameter DATA_WIDTH = 32,
    parameter STRB_WIDTH = 4
) (
    input logic clk
);
    logic psel;
    logic penable;
    logic pwrite;
    logic [ADDR_WIDTH-1:0] paddr;
    logic [DATA_WIDTH-1:0] pwdata;
    logic [STRB_WIDTH-1:0] pstrb;
    logic pready;
    logic pslverr;
    logic [DATA_WIDTH-1:0] prdata;
endinterface
module lif_neuron_binary #(
    parameter int DATA_WIDTH = 16,
    parameter int Q_FRACTIONAL = 8  
)(
    input  logic clk,
    input  logic reset,
    input  logic spike_input,                             
    input  logic [DATA_WIDTH-1:0] leak_rate_q,            
    input  logic [DATA_WIDTH-1:0] firing_threshold_q,     
    input  logic [DATA_WIDTH-1:0] potential_reset_q,      
    output logic spike_output                             
);
    logic [DATA_WIDTH-1:0] membrane_potential_q, updated_potential_q;
    logic [DATA_WIDTH*2-1:0] leak_mult_result_q;
    always_ff @(posedge clk or posedge reset) begin
        if (reset) begin
            membrane_potential_q <= 0;
            spike_output <= 0;
        end else begin
            leak_mult_result_q = membrane_potential_q * leak_rate_q;
            updated_potential_q = leak_mult_result_q[DATA_WIDTH+Q_FRACTIONAL-1:Q_FRACTIONAL];
            if (spike_input)
                updated_potential_q = updated_potential_q + (1 << Q_FRACTIONAL);
            if (updated_potential_q >= firing_threshold_q) begin
                spike_output <= 1;
                membrane_potential_q <= potential_reset_q;
            end else begin
                spike_output <= 0;
                membrane_potential_q <= updated_potential_q;
            end
        end
    end
endmodule
==> flow/run.sh <==
#!/bin/bash
# OpenROAD 26Q1-2900-gdf79404cd8, Yosys 0.63+post, stock flow scripts
make -C /OpenROAD-flow-scripts/flow DESIGN_CONFIG=/design/flow/config.mk WORK_HOME=/design/flow/orfs finish
==> flow/config.mk <==
export PLATFORM = sky130hd
export DESIGN_NAME = lif_neuron_binary
export DESIGN_NICKNAME = lif_neuron_binary
export VERILOG_FILES = /design/flow/design.v
export SDC_FILE = /design/flow/constraint.sdc
export NUM_CORES = 4
export LEC_CHECK = 1
export CORE_UTILIZATION = 40
==> flow/constraint.sdc <==
current_design lif_neuron_binary

set clk_period 15.4
set clk_io_pct 0.2

create_clock -name clk0 -period $clk_period [get_ports {clk}]

set non_clock_inputs [all_inputs -no_clocks]
set_input_delay [expr $clk_period * $clk_io_pct] -clock clk0 $non_clock_inputs
set_output_delay [expr $clk_period * $clk_io_pct] -clock clk0 [all_outputs]
==> flow_metrics.py <==
# Flow results
metrics = {
    "final_timing": {
        "whs_ps": 1520,
        "fin_skew_ps": 1.10,
        "timing.final.hold_violations": 0,
        "finalSetupTns_ps": 0,
        "fin_crit_sh": 0.772,
        "slew_headroom": 0.452,
        "clock.fmax_mhz": 84.1,
        "grt_setup_unrepaired": "false",
        "fin_crit_ps": 11890,
        "drv_slew": 0,
        "worstMarginPinSlew_ps": 822,
        "final-setup-viol-count": 0,
    },
    "clock_tree": {
        "h-tree-depth": 1,
        "holdBufCountCts": 0,
        "clkTransAtPathRegs_ps": 50,
        "cts-root-buf": "clkbuf_16",
        "post_cts_resized": 0,
        "cts_tree": "yes",
        "cts.sinks": 17,
        "clock_latency_ps": 240,
        "cts_buffers": 3,
        "cts_setup_buffers": 0,
        "clock_tree.buffer_depth": 2,
    },
    "floorplan": {
        "std_cell_rows": 52,
        "io_pins": 52,
        "core_mm2": 0.0202,
        "die_area_mm2": 0.0212,
        "initial_utilization": 0.408,
        "die_w_um": 146,
        "die_h_um": 146,
    },
    "layout": {
        "final_area_mm2": 0.00909,
        "drive_gt1_frac": 0.0409,
        "fin_cells": 1247,
        "nFillCells": 2012,
        "area_growth_pct": 10.0,
    },
    "synth": {
        "synth-main-ff-cell": "dfrtp_1",
        "yosysWarnings": 1,
        "avgSynthCellArea_um2": 8.66,
        "top_area_frac": 0.405,
        "yosysMostFrequentCell": "inv_1",
        "synth_top_cell_by_area": "fa_1",
        "ys_chip_area_mm2": 0.00826,
        "synth_stat.cells": 954,
        "synth_flop_count": 17,
        "postSynthSeqShare": 0.0515,
        "synth.cell_area_mm2": 0.00826,
        "syn_inst": 954,
        "edf_count": 0,
        "async_flop_share": 1.00,
        "ys_types": 55,
        "topCellsByArea": "fa_1, ha_1, inv_1",
        "synthTopCellsByCount": "inv_1, fa_1, nand2_1, and2_1, ha_1",
    },
    "min_path": {
        "hp-class": "reg2reg",
    },
    "run": {
        "cap_violations": 0,
        "openroad.warnings": 25,
    },
    "setup_path": {
        "startpoint_type": "primary input",
        "slowest_stage": "clkdlybuf4s50_1",
        "cp.arrival_ps": 12020,
        "crit_fanout": 20,
        "cpMostUsedCell": "fa_1",
        "worst-path-buf-inv": 6,
        "crit_required_ps": 15530,
        "rrSetupSlack_ps": 6510,
        "critPathMaxStageDelay_ps": 740,
        "critPathCaptureType": "flip-flop",
        "critPathTopFamily": "adder cells",
        "crit_type": "in2reg",
    },
    "detailed_routing": {
        "avgRoutedWirePerCell_um": 14.8,
        "drt_iter0_markers": 228,
        "drc_errors": 0,
        "vias": 6049,
        "dr.pass1.iters": 4,
        "drtAntennaViolNets": 0,
        "wl_um": 18500,
        "diodes": 0,
        "via_per_inst": 4.85,
    },
    "placed_design": {
        "port_buffers": 51,
        "place_congestion": 0.863,
        "place_hpwl_um": 15700,
        "dp_cells": 1243,
        "placed_area_mm2": 0.00901,
    },
    "outcome": {
        "outcome": "completed",
    },
    "global_route": {
        "grt_pass1_vias": 6376,
        "grt_pass1_wl_um": 32600,
        "antenna_found_initial": 0,
        "grt_start_max_net_pins": 21,
        "grt.total_usage": 0.203,
        "grt_overflow": 0,
    },
}
-- state kept, by name (all words and copies together) (netlist names) --
name	count
spike_output	1
membrane_potential_q	16
-- worst register-to-register path, delay by kind of cell, from the launching register on --
| family | cells | cell delay (ps) |
|---|---|---|
| adder cells (fa/ha/maj) | 9 | 3730 |
| AND-OR/OR-AND | 6 | 1790 |
| AND/OR/NAND/NOR | 6 | 1150 |
| flip-flops | 1 | 620 |
| buffers and inverters | 6 | 600 |
| XOR/XNOR | 2 | 480 |
| multiplexers | 1 | 420 |
-- cell families after synthesis --
| logic type | Yosys count | synth area share |
|---|---|---|
| mux | 15 | 0.0203 |
| simple gates | 299 | 0.181 |
| flops | 17 | 0.0515 |
| buf+inv | 268 | 0.123 |
| compound gates | 70 | 0.0577 |
| xor+xnor | 35 | 0.0371 |
| fa+ha+maj | 250 | 0.530 |
-- final cells by class --
cell class,instances,area (um2),area share
clock inverters,1,5.00,0.000551
repair buffers,58,563,0.0619
well taps,270,338,0.0372
multi-input cells,669,6830,0.751
flip-flops and latches,17,425,0.0468
clock buffers,3,75.1,0.00826
inverters,229,860,0.0945
-- layer usage --
metal | part of all wire | vias up | GRT usage
met4 | 0.0048 | 0 | 0.00789
met2 | 0.45 | 154 | 0.296
li1 | - | 2894 | -
met1 | 0.49 | 2995 | 0.346
met5 | 0 | - | 0
met3 | 0.055 | 6 | 0.0410
-- placed cells by master (no fill, tap or decap), types with 3 or more instances in the layout --
cell type        synthesis  routed
ha_1                    83      83
a31oi_1                  3       3
dfrtp_1                 17      17
nor2_1                  14      14
fa_1                   167     167
nand3_1                  7       7
mux2_2                  13      13
and3_1                   4       4
xnor2_1                 24      24
a21o_1                   3       3
o211ai_1                 4       4
nand4_1                  4       4
o21ai_0                 16      16
clkbuf_16                0       3
a21oi_1                 21      21
nand2_1                145     145
xor2_1                  11      11
nor3_1                   5       5
inv_1                  229     229
buf_4                    0       7
o31ai_1                  4       4
nand2b_1                 3       3
and2_1                  99      99
clkdlybuf4s50_1          0      51
-- worst paths after layout --
path / startpoint / to / cells past startpoint
hold / removal: membrane_potential_q[15] / membrane_potential_q[15] / 8
min in group asynchronous: reset / spike_output / 2
setup / recovery: leak_rate_q[4] / membrane_potential_q[8] / 30
setup reg to reg: membrane_potential_q[6] / membrane_potential_q[8] / 30
hold reg to reg: membrane_potential_q[15] / membrane_potential_q[15] / 8
max in group asynchronous: reset / membrane_potential_q[5] / 2
-- through the flow --
step	setup WS [ps]	utilization
floorplan	4800	-
global placement	3460	0.445
detailed placement	3340	0.445
CTS	3460	0.449
global route	2890	0.449
finish	3510	0.449
