==> design/flow/design.v <==
interface apb_if #(
    parameter ADDR_WIDTH = 32,
    parameter DATA_WIDTH = 32,
    parameter STRB_WIDTH = 4
) (
    input logic clk
);
    logic psel;
    logic penable;
    logic pwrite;
    logic [ADDR_WIDTH-1:0] paddr;
    logic [DATA_WIDTH-1:0] pwdata;
    logic [STRB_WIDTH-1:0] pstrb;
    logic pready;
    logic pslverr;
    logic [DATA_WIDTH-1:0] prdata;
endinterface
module RegisterFile (
    input  logic        clk,
    input  logic        rst,
    input  logic        wr_en,
    input  logic [4:0]  wr_addr,
    input  logic [7:0]  wr_data,
    output logic [159:0] all_data
);
    logic [7:0] reg_file [0:19];
    always_ff @(posedge clk or posedge rst) begin
        if (rst)
            for (int i = 0; i < 20; i++)
                reg_file[i] <= 8'd0;
        else if (wr_en)
            reg_file[wr_addr] <= wr_data;
    end
    always_comb begin
        all_data = {
            reg_file[19], reg_file[18], reg_file[17], reg_file[16], reg_file[15],
            reg_file[14], reg_file[13], reg_file[12], reg_file[11], reg_file[10],
            reg_file[9],  reg_file[8],  reg_file[7],  reg_file[6],  reg_file[5],
            reg_file[4],  reg_file[3],  reg_file[2],  reg_file[1],  reg_file[0]
        };
    end
endmodule
==> design/flow/run.sh <==
#!/bin/bash
# OpenROAD 26Q1-2900-gdf79404cd8, Yosys 0.63+post, stock flow scripts
make -C /OpenROAD-flow-scripts/flow DESIGN_CONFIG=/design/flow/config.mk WORK_HOME=/design/flow/orfs finish
==> design/flow/config.mk <==
export PLATFORM = sky130hd
export DESIGN_NAME = RegisterFile
export DESIGN_NICKNAME = RegisterFile
export VERILOG_FILES = /design/flow/design.v
export SDC_FILE = /design/flow/constraint.sdc
export NUM_CORES = 4
export LEC_CHECK = 1
export CORE_UTILIZATION = 30
==> design/flow/constraint.sdc <==
current_design RegisterFile

set clk_period 1.0
set clk_io_pct 0.2

create_clock -name clk0 -period $clk_period [get_ports {clk}]

set non_clock_inputs [all_inputs -no_clocks]
set_input_delay [expr $clk_period * $clk_io_pct] -clock clk0 $non_clock_inputs
set_output_delay [expr $clk_period * $clk_io_pct] -clock clk0 [all_outputs]
==> ds_physical_params.txt <==
Characteristics after synthesis and place and route

Parameter                              Value

Critical path
  Slowest stage cell on the critical path .................. sky130_fd_sc_hd__dfrtp_1
  Reg-to-Reg End .................. reg_file[14][6]
  Worst-path cell chain .................. buf_2
  Largest fanout of any net on the critical path .................. 2
  R2R cell count .................. 3
  Launching point of the worst reg2reg path .................. reg_file[14][6]
  Reg-to-reg setup timing slack .................. -0.04 ns
  Startpoint kind of the worst setup timing path .................. flip-flop
  Maximum cell stage delay along the critical path .................. 0.41 ns
  Top Family by Delay on Critical Path .................. flip-flops
  Required time at the endpoint of the critical path .................. 0.80 ns
  Start-to-end type of the worst setup path .................. flip-flop to output pin
  Capturing element type of the critical path .................. output pin
  Data arrival time of the critical path .................. 0.95 ns
  Buf/Inv on CP .................. 1

Power and ir drop
  Fraction of power spent switching nets .................. 0.230
  Share of power burned in the clock network .................. 0.341
  Leak .................. 5.51 nW
  Part of the power in combinational logic .................. 0.250
  Internal power component .................. 15.8 mW
  Total net switching power .................. 4.72 mW
  P per Cell Area .................. 1970 nW/um2
  Worst vdd ir .................. 0.00119 V
  Sequential share of power .................. 0.409

Global route
  Layer with the highest usage .................. met1
  Number of antenna violations at the first check in global routing .................. 0
  Routing usage on met2 .................. 0.267
  Global-route track usage on met3 .................. 0.0490
  Met1 GRT Util .................. 0.275
  First-pass GRT wire length .................. 28100 um
  Global-route usage over all layers .................. 0.177
  Maximum number of pins on one net before global-route repair .................. 55
  Number of global-route vias before repair .................. 4657
  Overflow left after global routing .................. 0

Floorplanning
  I/O Pins .................. 176
  Row count .................. 52
  Floorplan die area .................. 21300 um2
  Fraction of the core area occupied by cells at floorplan .................. 0.307
  Die H .................. 146 um
  Horizontal die dimension .................. 146 um
  Core box area .................. 20200 um2

STA
  Number of hold violations in the final report .................. 0
  Worst setup margin .................. -0.152 ns
  Final number of setup-violating endpoints .................. 189
  Clock period minus final worst setup slack .................. 1.15 ns
  Setup repair after global routing missed its margin .................. true
  Worst Max-Slew Pin Slew .................. 0.297 ns
  Maximum clock skew at final layout .................. 0 ns
  Relative slew slack .................. 0.802
  Tightest hold margin .................. 0.223 ns
  Max Clk Rate .................. 868 MHz
  Final setup TNS .................. -19.53 ns
  Period Utilization, post-route .................. 1.15
  Slew Limit Fails .................. 0

Synthesis
  Synthesized netlist cell count .................. 375
  Top logic cell family in the synthesized netlist .................. multiplexers
  Total of flip-flops plus latches after synthesis .................. 160
  Yosys chip area .................. 6210 um2
  Synthesized cell area .................. 6210 um2
  Sequential area share after synthesis .................. 0.645
  Flip-flop cell with the highest count after synthesis .................. sky130_fd_sc_hd__dfrtp_1
  FA/HA/MAJ Cells, Area Fraction .................. 0
  Cell type with the largest total area after synthesis .................. sky130_fd_sc_hd__dfrtp_1
  Mux cell area share .................. 0.295
  Most common library cells after synthesis .................. sky130_fd_sc_hd__dfrtp_1 (160), sky130_fd_sc_hd__mux2_2 (150), sky130_fd_sc_hd__clkbuf_1 (18), sky130_fd_sc_hd__mux2_4 (8), sky130_fd_sc_hd__nand2_2 (8)
  Parity-gate share of the synthesized area counting xor and xnor cells .................. 0
  Aoi/oai-family share of the synthesized area .................. 0
  Post-synth EDFFs .................. 0
  Async set-reset flop share out of synthesis .................. 1.00
  Mean post-synth cell area .................. 16.5 um2
  Area share of the largest cell type after synthesis .................. 0.645
  Area fraction in and, or, nand and nor cells .................. 0.0395
  Cell with the most instances after synthesis .................. sky130_fd_sc_hd__dfrtp_1
  Ranking of synthesized cells by area .................. sky130_fd_sc_hd__dfrtp_1 (65%), sky130_fd_sc_hd__mux2_2 (27%), sky130_fd_sc_hd__mux2_4 (1.9%), sky130_fd_sc_hd__clkbuf_1 (1.1%), sky130_fd_sc_hd__nand2_2 (0.81%)
  Unique masters post-synth .................. 20
  Number of cells in the yosys synthesis report .................. 375
  Synth warnings .................. 2

Route
  Detailed-router iteration count before antenna repair .................. 4
  Iteration-0 DRC count of the detailed router .................. 109
  Via count .................. 4312
  Routed wirelength normalized by instance count .................. 17.6 um
  Number of antenna diodes .................. 0
  Routed WL .................. 17700 um
  DRT antenna net count .................. 0
  Via density per instance .................. 4.28
  Number of DRC violations after detailed routing .................. 0

Worst hold path
  Path category of the worst min-delay check .................. primary input to asynchronous set/reset pin

Placed design
  Placed wire-length estimate .................. 11400 um
  RD Place Congestion .................. 0.786
  IO Port Bufs .................. 175
  Cell area after placement .................. 9770 um2

Cells and area
  Fraction of final layout cells sized beyond drive strength 1 .................. 0.771
  Largest register FFs .................. 160
  P&R area growth vs syn .................. 67.5%
  Filler Cells Inserted .................. 1690
  Register containing the most flip-flops in the final layout .................. reg_file
  Largest regs .................. reg_file: 160 flops
  Layout Cell Area excl Fill .................. 10400 um2

Job
  Tally of OpenROAD warnings .................. 28
  Number of max-capacitance violations reported .................. 0

Clock tree
  Clock tree from TritonCTS .................. done
  Clk latency late pin .................. 0.42 ns
  Total number of clock tree sinks .................. 160
  Clock H-tree levels .................. 4
  CTS Buf Count .................. 17
  Worst-path clk slew .................. 0.06 ns
  CTS root buffer .................. sky130_fd_sc_hd__clkbuf_16
  Clock Tree Buf Depth .................. 2
  Post-cts hold buffer count .................. 0

Status
  Run status .................. finished with violations
  Violations in the final reports .................. setup timing
cells in the final DEF, fill, tap and decap left out, types with 2 or more instances in the layout:
master	count
sky130_fd_sc_hd__and3_4	2
sky130_fd_sc_hd__and4bb_4	3
sky130_fd_sc_hd__buf_12	19
sky130_fd_sc_hd__buf_2	160
sky130_fd_sc_hd__buf_4	129
sky130_fd_sc_hd__buf_6	33
sky130_fd_sc_hd__buf_8	4
sky130_fd_sc_hd__bufinv_16	4
sky130_fd_sc_hd__clkbuf_16	17
sky130_fd_sc_hd__clkdlybuf4s50_1	9
sky130_fd_sc_hd__clkinv_4	2
sky130_fd_sc_hd__clkinvlp_4	5
sky130_fd_sc_hd__dfrtp_1	160
sky130_fd_sc_hd__inv_6	4
sky130_fd_sc_hd__mux2_2	43
sky130_fd_sc_hd__mux2_4	117
sky130_fd_sc_hd__nand2_4	3
sky130_fd_sc_hd__nand2_8	10
sky130_fd_sc_hd__nor2_4	2
sky130_fd_sc_hd__nor2b_4	3
sky130_fd_sc_hd__nor3b_4	2
per-stage QoR:
step | total power, mW | std cells | utilization | setup WS [ns]
detailed placement | 13.9 | 898 | 0.483 | -1.03
CTS | 20.6 | 1004 | 0.506 | -0.167
global route | 21.5 | 1008 | 0.514 | -0.185
floorplan | 9.97 | 375 | - | -1.23
finish | 20.5 | 1008 | 0.514 | -0.152
global placement | 13.8 | 898 | 0.483 | -1.05
power groups by stage:
| stage | combinational (mW) | clock [mW] | sequential (mW) |
|---|---|---|---|
| 5_1_grt | 5.57 | 7.43 | 8.55 |
| 4_1_cts | 5.01 | 7.18 | 8.38 |
| 6_report | 5.13 | 6.99 | 8.40 |
worst max-delay path by stage:
stage / from / end / slack, ns / depth (start not counted)
CTS: reg_file[9][3] / all_data[75] / -0.17 / 1
global route: reg_file[9][3] / all_data[75] / -0.19 / 1
finish: reg_file[9][3] / all_data[75] / -0.15 / 1
area by class of cell:
| class | instances | area, um2 | share of cell area |
|---|---|---|---|
| flip-flops and latches | 160 | 4000 | 0.385 |
| multi-input cells | 189 | 2720 | 0.261 |
| well taps | 270 | 338 | 0.0325 |
| inverters | 1 | 7.51 | 0.000722 |
| clock buffers | 18 | 439 | 0.0423 |
| clock inverters | 14 | 203 | 0.0195 |
| repair buffers | 356 | 2690 | 0.259 |
layer usage:
layer,wire (um),vias up,part of all wire
met5,0,-,0
met4,174,0,0.0098
met3,1170,10,0.066
met2,7980,133,0.45
met1,8370,2155,0.47
li1,-,2014,-
cells by family after synthesis:
family                 Yosys count
buffers and inverters           26
DFF                            160
muxes                          160
and+or+nand+nor                 29
repair_timing:
item / CTS / global route
buffers inserted: 79 / 39
gates resized: 537 / 36
pin swaps: 5 / 6
setup endpoints to repair: 320 / 308
Power is estimated from default activity; no workload was simulated.
